===== ./run.sh =====
#!/bin/bash
# OpenROAD 26Q1-2900-gdf79404cd8, Yosys 0.63+post, stock flow scripts
make -C /OpenROAD-flow-scripts/flow DESIGN_CONFIG=/design/flow/config.mk WORK_HOME=/design/flow/orfs finish

===== ./constraint.sdc =====
current_design Debounce_TOP

set clk_period 3.0
set clk_io_pct 0.2

create_clock -name clk0 -period $clk_period [get_ports {i_Clk}]

set non_clock_inputs [all_inputs -no_clocks]
set_input_delay [expr $clk_period * $clk_io_pct] -clock clk0 $non_clock_inputs
set_output_delay [expr $clk_period * $clk_io_pct] -clock clk0 [all_outputs]

===== ./design.v =====
`timescale 1ns / 100ps
module Debounce_TOP(input i_Clk, i_btnL, output [15:0] o_led);
    wire w_Debounced_btnL;
    wire w_Debounced_btnR;
    Debounce_Filter #(
        .DEBOUNCE_LIMIT(2250000)) 
        Debounce_Inst(
            .i_Clk(i_Clk), .i_Bouncy(i_btnL), .o_Debounced(w_Debounced_btnL)
        );
    Debounce_Filter #(
        .DEBOUNCE_LIMIT(2250000)) 
    Debounce_Inst_R(
        .i_Clk(i_Clk), .i_Bouncy(i_btnR), .o_Debounced(w_Debounced_btnR)
    );
    LED_Toggle_TOP LED_Toggle_Inst(
        .i_Clk(i_Clk), .i_btnL(w_Debounced_btnL), .i_btnR(w_Debounced_btnR), .o_led(o_led)
        );
endmodule
module Debounce_Filter #(
    parameter DEBOUNCE_LIMIT = 20) 
    (
    input i_Clk, i_Bouncy, output o_Debounced
    );
    reg [$clog2(DEBOUNCE_LIMIT)-1:0] r_Count = 0;
    reg r_State = 1'b0;
    always @(posedge i_Clk) begin
        if (i_Bouncy !== r_State && r_Count < DEBOUNCE_LIMIT-1)
        begin
            r_Count <= r_Count + 1;
        end
        else if (r_Count == DEBOUNCE_LIMIT-1)
        begin
            r_State <= i_Bouncy;
            r_Count <= 0;
        end
        else
        begin
            r_Count <= 0;
        end
    end
    assign o_Debounced = r_State;
endmodule
module LED_Toggle_TOP(input i_Clk, input i_btnL, i_btnR, output [15:0] o_led);
    reg [7:0] left_led_status = 8'hFF;
    reg [7:0] right_led_status = 8'hFF;
    always @(posedge i_Clk ) begin
        if (i_btnL == 1'b1 && i_btnR == 1'b0) begin
            right_led_status = ~right_led_status;
        end
        else if (i_btnL == 1'b0 && i_btnR == 1'b1) begin
            left_led_status = ~left_led_status;             
        end
        else if (i_btnL == 1'b1 && i_btnR == 1'b1) begin
            right_led_status = ~right_led_status;
            left_led_status = ~left_led_status;
        end
    end
    assign o_led[15:8] = left_led_status;
    assign o_led[7:0] = right_led_status;
endmodule

===== ./config.mk =====
export PLATFORM = sky130hd
export DESIGN_NAME = Debounce_TOP
export DESIGN_NICKNAME = Debounce_TOP
export VERILOG_FILES = /design/flow/design.v
export SDC_FILE = /design/flow/constraint.sdc
export NUM_CORES = 4
export LEC_CHECK = 1
export CORE_UTILIZATION = 30

==> flow_summary_export.csv <==
group,metric,value,unit
route,drtAntennaViolNets,0,
setup_path,critPathLaunchType,"flip-flop",
floorplan,fp_util,31.71,%
synth,edf_count,9,
grt,grtUsageMet1,19.75,%
synth,async_flop_share,0,%
synth,syn_area,1528,um^2
hold_path,holdCritPathClass,"reg2reg",
timing,relSlewSlack,45.26,%
floorplan,die-height,73.36,um
layout,drive_gt1_share,9.639,%
setup_path,reg2reg_from,"Debounce_Inst.r_Count[0]$_SDFF_PN0_",
timing,period_minus_slack,2.303,ns
layout,syn_to_final_growth,12.86,%
clocking,cts_setup_buffers,0,
timing,drv_slew,0,
floorplan,dieWidth,73.36,um
run,tool_warnings,25,
floorplan,row_count,25,
floorplan,die_area,5382,um^2
grt,grt_pass1_vias,962,
synth,yosys_area,1528,um^2
synth,yosys.cell_types.count,39,
setup_path,r2r_cells,6,
setup_path,end_kind,"flip-flop",
synth,ys_seq_share,46.52,%
clocking,root_buffer,"clkbuf_8",
clocking,hold_buffers,0,
placement,dp_hpwl,1859,um
timing,setup_viol,0,
layout,stdcell_count,233,
run,drv_cap,0,
synth,ff_type,"dfxtp_1",
synth,top_area_cell,"dfxtp_1",
grt,track_usage,11.49,%
timing,finalWorstSetupSlack,0.6965,ns
synth,numSynthFlops,31,
layout,final_util,35.79,%
pwr,ir_worst_vdd,0.1871,mV
synth,synth.area.top_cells,"dfxtp_1 (29%), edfxtp_1 (18%), xor2_1 (5.7%)",
timing,setup-tns-final,0,ns
setup_path,worstSetupStartpoint,"Debounce_Inst.r_Count[0]$_SDFF_PN0_",
timing,skew,0.002032,ns
timing,fin_hold_ws,0.4904,ns
status,status,"completed",
setup_path,cp-endpoint,"Debounce_Inst.r_Count[15]$_SDFF_PN0_",
route,wl,2808,um
route,wl_per_cell,12.05,um
placement,place_congestion,0.7648,
setup_path,crit_path_cell_trace,"ha_1, nand3_1, a211o_1, o211ai_1, buf_4, a211oi_1",
pwr,power.density,441.0,nW/um^2
grt,gr-usage-met2,14.92,%
clocking,cts_resized,0,
clocking,cts_tree,"yes",
timing,fmax,434.1,MHz
pwr,power_leakage,0.5581,nW
floorplan,coreArea,4817,um^2
grt,global_route.peak_usage_layer,"met1",
grt,grt_max_degree,14,
setup_path,critical-path-slowest-cell,"o211ai_1",
route,firstDrtPassIters,4,
route,vias,1132,
timing,rsz0062_at_grt,"false",
clocking,clkLatencyLatePin,0.28,ns
setup_path,critical_path_class,"reg2reg",
route,drt_iter0_drc,99,
setup_path,slowest_delay,0.66,ns
clocking,clock-sinks,31,
synth,yosys-top-cells-count,"dfxtp_1 (22), nor3_1 (13), xor2_1 (10)",
clocking,clockBufferDepth,2,
synth,synth.most_common_cell,"dfxtp_1",
placement,preCtsSetupSlack,0.7196,ns
clocking,cts_max_level,2,
synth,synth_area_per_cell,9.856,um^2
synth,top_area_share,28.83,%
route,route.detailed.drc,0,
placement,io_buffer_count,9,
setup_path,reg2reg_to,"Debounce_Inst.r_Count[15]$_SDFF_PN0_",
route,antennaDiodeCount,0,
timing,hold_viol,0,
synth,ys_cells,155,
timing,period_used_share,76.78,%
clocking,cts-buffers-inserted,5,
grt,grt_pass1_wl,4747,um
grt,antenna_found_initial,0,
setup_path,worst-path-max-fanout,13,
setup_path,reg2reg_slack,0.70,ns
grt,met3_usage,2.497,%
setup_path,cp.arrival,2.46,ns
timing,tightest_slew,0.8175,ns
synth,synthCells,155,
hold_path,worstHoldPathCells,1,
setup_path,required,3.16,ns
placement,placed_cells,225,
clocking,clk_pin_slew,0.06,ns
route,via_per_inst,4.858,
synth,synth_warnings,4,
floorplan,io-pin-count,18,
grt,grt-ovfl-total,0,
-- how the worst min path moves through the flow --
stage | from | end
CTS | Debounce_Inst.r_Count[0]$_SDFF_PN0_ | Debounce_Inst.r_Count[0]$_SDFF_PN0_
global route | Debounce_Inst.r_Count[20]$_SDFF_PN0_ | Debounce_Inst.r_Count[20]$_SDFF_PN0_
finish | Debounce_Inst.r_Count[0]$_SDFF_PN0_ | Debounce_Inst.r_Count[0]$_SDFF_PN0_
-- layout make-up --
| class | count | area [um^2] |
|---|---|---|
| multi-input combinational | 107 | 705.7 |
| tap | 67 | 83.83 |
| fill | 494 | 3093 |
| timing repair buffer | 12 | 112.6 |
| clock buffer | 7 | 76.32 |
| sequential | 31 | 710.7 |
| inverter | 8 | 30.03 |
| clock inverter | 1 | 5.005 |
-- cells by family after synthesis --
kind of cell / count (synthesis) / share of synthesized area (%)
DFF: 31 / 46.52
other: 1 / 0.2455
buffers and inverters: 24 / 9.008
and+or+nand+nor: 62 / 24.90
AOI/OAI and AO/OA: 24 / 11.63
xor gates and xnor gates: 12 / 6.880
adders and majority gates: 1 / 0.8189
-- report_power, final --
group | total [mW] | leakage [nW] | switching (mW) | internal (mW)
Clock | 0.309 | 0.0422 | 0.146 | 0.162
Combinational | 0.0168 | 0.251 | 0.0102 | 0.00659
Sequential | 0.435 | 0.265 | 0.00298 | 0.432
Total | 0.760 | 0.558 | 0.159 | 0.601
-- cells in the final DEF (no fill, tap or decap), types with 2 or more instances in the layout --
cell             synthesis  layout
dfxtp_1                 22      22
nor3_1                  13      13
xor2_1                  10      10
edfxtp_1                 9       9
clkdlybuf4s50_1          0       9
inv_1                    8       8
nand3_1                  8       8
conb_1                   1       8
nand2_1                  7       7
a211oi_1                 7       7
nand4_1                  6       6
o31ai_1                  5       5
clkbuf_8                 0       5
nor2_1                   4       4
or3_1                    4       4
or4_1                    4       4
or2_1                    3       3
o21ai_0                  3       3
buf_4                    9       3
nor4b_1                  2       2
o21a_1                   2       2
o21ai_1                  2       2
and2_1                   2       2
a211oi_2                 2       2
and4_1                   2       2
xnor2_1                  2       2
clkbuf_1                 1       2
-- critical path, delay by kind of cell (launching register included) --
family	cells	cell delay, ns
buffers and inverters	1	0.34
adders and majority gates	1	0.30
DFF	1	0.36
and+or+nand+nor	1	0.17
AOI/OAI and AO/OA	3	1.02
-- through the flow --
stage / total power [mW] / area (um^2)
final: 0.7603 / 1724
after global placement: 0.4607 / 1643
after global routing: 0.7872 / 1724
after floorplan: 0.4627 / 1554
after CTS: 0.7692 / 1724
after detailed placement: 0.4607 / 1643
-- registers in the layout, indices dropped and copies added, names as in the netlist --
name	count
Debounce_Inst.r_Count	22
LED_Toggle_Inst.right_led_status	8
Debounce_Inst.r_State	1
-- metal layers --
| layer | vias to the layer above | part of all wire, % |
|---|---|---|
| met1 | 532 | 54 |
| met3 | 8 | 3.3 |
| met2 | 18 | 41 |
| met5 | - | 0 |
| li1 | 574 | - |
| met4 | 0 | 2.2 |
Power and IR drop assume default switching activity.
